`design/flow/design.v`:
```
module PWM_core ( 
 input reset, clk,
 input [7:0] switch_in,
 input [8:0] pulse_period,
 input [3:0] byteenable,
 output reg out 
);
reg [7:0] duty_cycle, counter;
always@(posedge clk or negedge reset)
begin
   if(~reset) 
   begin
		counter <= 32'b1; 
		duty_cycle <= 32'b0;
	end
	else if(counter == pulse_period)
	begin
		counter <= 32'b1;
	end
	else 
	begin
		counter <= counter + 1'b1;
		if(byteenable[0]) duty_cycle[7:0] <= switch_in[7:0];
	end
end 
always@(posedge clk)
begin
	if(counter <= duty_cycle)
	begin
		out = 1'b1;
	end
	else 
	begin
		out = 1'b0;
	end
end
endmodule
module avalon_wrapper (
	input wire csi_clk,
	input wire rsi_rst_n, 
	input wire avs_s0_read, 
	input wire avs_s0_write, 
	input wire avs_s0_chip_select, 
	input wire [3:0] avs_s0_byteenable, 
	input wire[31:0] avs_s0_writedata, 
	input wire [1:0] avs_s0_address,
	output wire [31:0] avs_s0_readdata,
	output coe_pwm_out
	);
	reg [31:0] pulse_width, period;
	reg [31:0] read_data;
	reg enable;
	wire load_pulse_width, load_period, load_enable;
	wire read_pulse_width, read_period, read_enable;
	wire pwm_out;
	wire [3:0] load_pulse_width_lanes;
	wire [3:0] load_period_lanes;
	assign coe_pwm_out = pwm_out & enable;
	assign avs_s0_readdata = read_data;
	PWM_core PWM_core0(
		.reset(rsi_rst_n),
		.clk(csi_clk), 
		.switch_in(pulse_width),
		.pulse_period(period),
		.byteenable(4'b1111),
		.out(pwm_out) 
	);
	assign load_pulse_width = avs_s0_chip_select & avs_s0_write & (avs_s0_address == 0);
	assign load_period = avs_s0_chip_select & avs_s0_write & (avs_s0_address == 1);
	assign load_enable = avs_s0_chip_select & avs_s0_write & (avs_s0_address == 2);
	assign read_pulse_width = avs_s0_chip_select & avs_s0_read & (avs_s0_address == 0);
	assign read_period = avs_s0_chip_select & avs_s0_read & (avs_s0_address == 1);
	assign read_enable = avs_s0_chip_select & avs_s0_read & (avs_s0_address == 2);
	always @ (posedge csi_clk or negedge rsi_rst_n) begin
		if (rsi_rst_n == 0) begin
			pulse_width <= 250000; 
			period <= 500000; 
			enable <= 0;
		end
		else
		begin
			if (load_pulse_width == 1) begin
				if  (avs_s0_byteenable[0] == 1) begin
					pulse_width[7:0] <=avs_s0_writedata[7:0];
				end 
				if  (avs_s0_byteenable[1] == 1) begin
					pulse_width[15:8] <=avs_s0_writedata[15:8];
				end 
				if  (avs_s0_byteenable[2] == 1) begin
					pulse_width[23:16] <=avs_s0_writedata[23:16];
				end 
				if  (avs_s0_byteenable[3] == 1) begin
					pulse_width[31:24] <=avs_s0_writedata[31:24];
				end 
			end
			if (load_period == 1) begin
				if  (avs_s0_byteenable[0] == 1) begin
					period[7:0] <=avs_s0_writedata[7:0];
				end 
				if  (avs_s0_byteenable[1] == 1) begin
					period[15:8] <=avs_s0_writedata[15:8];
				end 
				if  (avs_s0_byteenable[2] == 1) begin
					period[23:16] <=avs_s0_writedata[23:16];
				end 
				if  (avs_s0_byteenable[3] == 1) begin
					period[31:24] <=avs_s0_writedata[31:24];
				end 
			end
			if (load_enable== 1) begin
				if  (avs_s0_byteenable[0] == 1) begin
					enable <= avs_s0_writedata[0];
				end 
			end
		end  
	end  
	always @ (posedge csi_clk) begin
		if (read_pulse_width == 1) begin
			if  (avs_s0_byteenable[0] == 1) begin
				read_data[7:0] <= pulse_width[7:0];
			end 
			if  (avs_s0_byteenable[1] == 1) begin
				read_data[15:8] <= pulse_width[15:8];
			end 
			if  (avs_s0_byteenable[2] == 1) begin
				read_data[23:16] <= pulse_width[23:16];
			end 
			if  (avs_s0_byteenable[3] == 1) begin
				read_data[31:24] <= pulse_width[31:24];
			end 
		end
		if (read_period == 1) begin
			if  (avs_s0_byteenable[0] == 1) begin
				read_data[7:0] <= period[7:0];
			end 
			if  (avs_s0_byteenable[1] == 1) begin
				read_data[15:8] <= period[15:8];
			end 
			if  (avs_s0_byteenable[2] == 1) begin
				read_data[23:16] <= period[23:16];
			end 
			if  (avs_s0_byteenable[3] == 1) begin
				read_data[31:24] <= period[31:24];
			end 
		end
		if (read_enable== 1) begin
			if  (avs_s0_byteenable[0] == 1) begin
				read_data <= enable;
			end
		end
	end
endmodule
```
`design/flow/run.sh`:
```
#!/bin/bash
# OpenROAD 26Q1-2900-gdf79404cd8, Yosys 0.63+post, stock flow scripts
make -C /OpenROAD-flow-scripts/flow DESIGN_CONFIG=/design/flow/config.mk WORK_HOME=/design/flow/orfs finish
```
`design/flow/config.mk`:
```
export PLATFORM = sky130hd
export DESIGN_NAME = avalon_wrapper
export DESIGN_NICKNAME = avalon_wrapper
export VERILOG_FILES = /design/flow/design.v
export SDC_FILE = /design/flow/constraint.sdc
export NUM_CORES = 4
export LEC_CHECK = 1
export CORE_UTILIZATION = 50
```
`design/flow/constraint.sdc`:
```
current_design avalon_wrapper

set clk_period 3.0
set clk_io_pct 0.2

create_clock -name clk0 -period $clk_period [get_ports {csi_clk}]

set non_clock_inputs [all_inputs -no_clocks]
set_input_delay [expr $clk_period * $clk_io_pct] -clock clk0 $non_clock_inputs
set_output_delay [expr $clk_period * $clk_io_pct] -clock clk0 [all_outputs]
```
==> run_results.csv <==
group,metric,value,unit
status,status,"completed",
cts,post_cts_buffers,0,
floorplan,coreArea,9330,sq um
floorplan,die_w,101,um
synthesis,async_reset_ff_share,71.1,%
floorplan,die_area,10100,sq um
routing,viasPerCell,5.17,
setup_path,cp_max_fo,3,
timing,rsz0062_at_grt,"no",
cts,clock_tree.root_cell,"clkbuf_8",
place,dp_hpwl,6540,um
timing,worst_pin_slew,0.596,ns
setup_path,cp-start-kind,"flop",
pwr,p_per_area,832,nW/um^2
finish,area_growth,29.3,%
flow_run,max-cap-violations,0,
timing,setup_viol,0,
floorplan,die_h,101,um
finish,fill_cells,712,
timing,fin_crit,2.10,ns
synthesis,netlist_area,4860,sq um
synthesis,synth_warnings,4,
grt,grt_pass1_wl,16100,um
synthesis,avgSynthCellArea,12.4,sq um
timing,fin_crit_sh,69.9,%
grt,antenna_found_initial,0,
synthesis,synth_top_flop_cell,"dfrtp_1",
place,port_buffers,75,
floorplan,row_count,35,
finish,register_area,2710,sq um
pwr,leakage,2.70,nW
setup_path,worstSetupPathType,"flop to output port",
timing,slew_headroom,60.3,%
setup_path,cp.required,2.40,ns
timing,drv_slew,0,
routing,drc,0,
setup_path,slowest_delay,0.46,ns
cts,cts-resized-gates,0,
timing,finalHoldViolCount,0,
finish,drive_above_1_share,24.3,%
routing,vias,3180,
synthesis,yosysCellCount,391,
cts,cts_hold_buf,0,
synthesis,synth_chip_area,4860,sq um
finish,final_cell_mix,"73 x clkdlybuf4s50_1, 66 x dfrtp_1, 61 x mux2_2",
timing,finClkSkew,0.00676,ns
grt,grt_overflow,0,
routing,antenna_cells,0,
cts,cts_max_level,4,
synthesis,syn_inst,391,
grt,track_usage,21.6,%
setup_path,cp-end-kind,"output port",
finish,logic_area,2040,sq um
routing,drt-total-wl,9620,um
routing,final_antenna_net_count,0,
routing,firstDrtPassIters,4,
pwr,peakVddDrop,0.518,mV
setup_path,cp_cell_sequence,"and2_1 -> clkdlybuf4s50_1",
cts,cts_tree,"done",
cts,cts.sinks,114,
min_path,hold_class,"primary input to async pin",
cts,cts_made_buffers,17,
timing,fin_tns_setup,0,ns
grt,grt_max_degree,45,
cts,cts_buffer_depth,2,
timing,max_freq,477,MHz
floorplan,boundaryPins,76,
setup_path,cp.arrival,1.50,ns
flow_run,tool_warnings,26,
cts,clkTransAtPathRegs,0.05,ns
synthesis,synth.distinct_cells,36,
setup_path,cpMaxStageDelayCell,"clkdlybuf4s50_1",
cts,clock_latency,0.50,ns
synthesis,ys.flops,114,
finish,mostFrequentLayoutCell,"clkdlybuf4s50_1",
synthesis,synth-edff-count,0,
synthesis,ys_seq_share,55.7,%
place,place_congestion,0.812,
routing,drtIter0Drc,92,
floorplan,fp_util,52.1,%
pwr,p_total,5.23,mW
grt,grt_pass1_vias,3167,
routing,wl_per_cell,15.6,um
[layout make-up]
cell class	count	area share, %
sequential	114	43.1
multi-input combinational	252	32.4
timing repair buffer	80	12.4
clock buffer	21	6.83
tap	129	2.57
clock inverter	11	2.19
inverter	8	0.478
[worst max-delay path: cells and delay by family (launching register included)]
family | cells | cell delay [ns]
simple gates | 1 | 0.15
flops | 1 | 0.39
buf+inv | 1 | 0.46
[logic make-up after synthesis]
| logic type | count (synthesis) | synth area share, % |
|---|---|---|
| multiplexers | 98 | 22.0 |
| adder cells (fa/ha/maj) | 9 | 2.32 |
| AND/OR/NAND/NOR | 82 | 8.19 |
| buffers and inverters | 25 | 2.40 |
| AND-OR/OR-AND | 49 | 6.88 |
| flip-flops | 114 | 55.7 |
| XOR/XNOR | 14 | 2.52 |
[per-stage QoR]
step                area [sq um]  util, %  instances  worst slack, ns  hold slack [ns]
global placement            5720     61.3        583            0.594            0.466
finish                      6280     67.4        615            0.903           0.0856
detailed placement          5720     61.3        583            0.562            0.470
global route                6280     67.4        615            0.838           0.0991
floorplan                   4860        -        391             1.32            0.304
CTS                         6280     67.4        615            0.876           0.0889
[flip-flops by register name, summed over array words and instances (netlist names)]
register and count:
read_data 32, PWM_core0.counter 8, PWM_core0.out 1, PWM_core0.duty_cycle 8
enable 1, period 32, pulse_width 32
[per-layer routing]
layer	global-route usage, %	part of all wire, %	vias up
li1	-	-	1565
met1	36.2	49	1540
met2	31.1	44	69
met3	5.71	5.2	6
met4	1.90	0.84	0
met5	0	0	-
[final timing paths]
| kind | startpoint | to | slack, ns | cells after the start |
|---|---|---|---|---|
| worst max-delay path | enable | coe_pwm_out | 0.90 | 2 |
| worst min-delay path | rsi_rst_n | PWM_core0.counter[5] | 0.09 | 1 |
| worst max register to register | period[5] | PWM_core0.duty_cycle[0] | 0.97 | 4 |
| worst min register to register | PWM_core0.counter[0] | PWM_core0.counter[0] | 0.48 | 1 |
| max in group asynchronous | rsi_rst_n | pulse_width[17] | 2.18 | 2 |
| min in group clk0 | PWM_core0.counter[0] | PWM_core0.counter[0] | 0.48 | 1 |
[report_power, final]
group | total (mW) | switching (mW) | internal, mW
sequential | 2.23 | 0.266 | 1.96
clock | 1.91 | 0.653 | 1.25
combinational | 1.09 | 0.412 | 0.676
[Yosys cell counts (4+ instances only)]
| library cell | n | area share (%) |
|---|---|---|
| dfrtp_1 | 66 | 34 |
| mux2_2 | 61 | 14 |
| nor2_1 | 35 | 2.7 |
| dfxtp_1 | 33 | 14 |
| mux2i_1 | 32 | 6.6 |
| a211oi_1 | 31 | 4.8 |
| nand2_1 | 20 | 1.5 |
| dfstp_2 | 15 | 8.1 |
| buf_2 | 11 | 1.1 |
| o21ai_0 | 10 | 1.0 |
| and2_1 | 9 | 1.2 |
| ha_1 | 9 | 2.3 |
| xor2_1 | 9 | 1.6 |
| inv_1 | 8 | 0.62 |
| xnor2_1 | 5 | 0.90 |
| clkbuf_1 | 4 | 0.31 |
| mux2_1 | 4 | 0.93 |
| nand3_1 | 4 | 0.41 |
Power is estimated from default activity; no workload was simulated.
